<file path="flow/run.sh">
#!/bin/bash
# OpenROAD 26Q1-2900-gdf79404cd8, Yosys 0.63+post, stock flow scripts
make -C /OpenROAD-flow-scripts/flow DESIGN_CONFIG=/design/flow/config.mk WORK_HOME=/design/flow/orfs finish
</file>
<file path="flow/config.mk">
export PLATFORM = sky130hd
export DESIGN_NAME = compare4bit
export DESIGN_NICKNAME = compare4bit
export VERILOG_FILES = /design/flow/design.v
export SDC_FILE = /design/flow/constraint.sdc
export NUM_CORES = 4
export LEC_CHECK = 1
export CORE_AREA = 10 10 70 70
export DIE_AREA = 0 0 80 80
</file>
<file path="flow/constraint.sdc">
current_design compare4bit

set clk_period 2.7
set clk_io_pct 0.2

create_clock -name clk0 -period $clk_period

set non_clock_inputs [all_inputs -no_clocks]
set_input_delay [expr $clk_period * $clk_io_pct] -clock clk0 $non_clock_inputs
set_output_delay [expr $clk_period * $clk_io_pct] -clock clk0 [all_outputs]
</file>
<file path="flow/design.v">
module and3(input d0, d1, d2,
			output y);
  wire n1;
  and g1(n1, d0, d1);
  and g2(y, n1,d2);
endmodule
module or3(input d0, d1, d2,
			output y);
  wire n1;
  or g1(n1, d0, d1);
  or g2(y, n1,d2);
endmodule
module xnor_g(input a,b,
           output d);
    wire a_not, b_not, x, y, c;
    not a_inv(a_not, a);
    not b_inv(b_not, b);
    and a1(x, a_not, b);
    and a2(y, b_not, a);
    or out(c, x, y);
    not g3(d, c);
endmodule
module compare4bit(input a0, a1, a2, a3, b0, b1, b2, b3,
                    output aGrtb, aEqb, aLessb );
                    wire grtn0, grtn1, grtn2, grtn3;
                    wire grtn11, grtn01;
                    wire eqn0, eqn1, eqn2, eqn3; 
                    wire lessn0, lessn1, lessn2, lessn3;
                    wire lessn11, lessn01;
                    wire eq_and_inter;
                    wire grtOrinter;
                    wire lessOrinter;
                            not g0(na0, a0);
                            not g1(na1, a1);
                            not g2(na2, a2);
                            not g3(na3, a3);
                            not g4(nb0, b0);
                            not g5(nb1, b1);
                            not g6(nb2, b2);
                            not g7(nb3, b3);
                            xnor_g eq_z3(a3, b3, eqn3);
                            xnor_g eq_z2(a2, b2, eqn2);
                            xnor_g eq_z1(a1, b1, eqn1);
                            xnor_g eq_z0(a0, b0, eqn0);
                            and grt_a3(grtn3, a3, nb3);
                            and3 grt_a2(a2, nb2, eqn3, grtn2);
                            and3 grt_inter_a1(a1, nb1, eqn3, grtn11);
                            and grt_a1(grtn1, grtn11 , eqn2);
                            and3 grt_inter_a0(a0, nb0, eqn3, grtn01);
                            and3 grt_a0(grtn01, eqn2, eqn1, grtn0);
                            and less_a3(lessn3, na3, b3);
                            and3 less_a2(na2, b2, eqn3, lessn2);
                            and3 less_inter_a1(na1, b1, eqn3, lessn11);
                            and less_a1(lessn1, lessn11 , eqn2);
                            and3 less_inter_a0(na0, b0, eqn3, lessn01);
                            and3 less_a0(lessn01, eqn2, eqn1, lessn0);
                            and3 aEqualb_inter(eqn3, eqn2, eqn1, eq_and_inter);
                            and aEqualb(aEqb, eq_and_inter, eqn0);
                            or3 aGrtb_inter(grtn3, grtn2, grtn1, grtOrinter);
                            or aGreaterb(aGrtb, grtOrinter, grtn0);
                            or3 aLessb_inter(lessn3, lessn2, lessn1, lessOrinter);
                            or aLesserb(aLessb, lessOrinter, lessn0);
endmodule
module compare4bit_tb();
reg a0, a1, a2, a3, b0, b1, b2, b3;
wire aGrtb, aEqb, aLessb;
compare4bit c4_bit(a0, a1, a2, a3, b0, b1, b2, b3, aGrtb, aEqb, aLessb);
initial begin
        $dumpfile("compare4bit_tb.vcd");
        $dumpvars(0, compare4bit_tb);
        a0 = 1'b0; a1 = 1'b1; a2 = 1'b0; a3 = 1'b0; b0 = 1'b0; b1 = 1'b1; b2 = 1'b0; b3 = 1'b0; #10;
        $display("a0 = %b, a1 = %b, a2 = %b, a3 = %b, b0 = %b, b1 = %b, b2 = %b, b3 = %b, aGrtb = %b, aEqb = %b, aLessb = %b", a0, a1, a2, a3, b0, b1, b2, b3, aGrtb, aEqb, aLessb);
        a0 = 1'b0; a1 = 1'b0; a2 = 1'b0; a3 = 1'b1; b0 = 1'b0; b1 = 1'b1; b2 = 1'b0; b3 = 1'b0; #10;
        $display("a0 = %b, a1 = %b, a2 = %b, a3 = %b, b0 = %b, b1 = %b, b2 = %b, b3 = %b, aGrtb = %b, aEqb = %b, aLessb = %b", a0, a1, a2, a3, b0, b1, b2, b3, aGrtb, aEqb, aLessb);
        a0 = 1'b1; a1 = 1'b0; a2 = 1'b0; a3 = 1'b0; b0 = 1'b0; b1 = 1'b1; b2 = 1'b0; b3 = 1'b0; #10;
        $display("a0 = %b, a1 = %b, a2 = %b, a3 = %b, b0 = %b, b1 = %b, b2 = %b, b3 = %b, aGrtb = %b, aEqb = %b, aLessb = %b", a0, a1, a2, a3, b0, b1, b2, b3, aGrtb, aEqb, aLessb);
end
endmodule
</file>
==> flow_summary_export.csv <==
group,metric,value,unit
outcome,outcome,"completed",
cells_and_area,final_cell_mix,"10 x clkdlybuf4s50_1, 8 x inv_1, 6 x ha_1",
cells_and_area,lay_top_count,"clkdlybuf4s50_1",
final_timing,min_period_over_period,0.961,
job,max-cap-violations,0,
detailed_routing,drc,0,
detailed_routing,vias_per_cell,2.17,
cells_and_area,stdcell_area,373,um2
cells_and_area,logic_area,173,um2
final_timing,hold_viol,0,
detailed_routing,post_drt_wl_per_cell,6.83,um
setup_path,crit_path_start_kind,"primary input",
detailed_routing,ant_nets,0,
setup_path,path_max_fanout,3,
job,warning_count,36,
floorplan,core_util_floorplan,0.0509,
global_route,grt_max_degree,4,
cells_and_area,flop_area,0,um2
floorplan,core.rowCount,21,
global_route,grt_pass1_vias,211,
setup_path,crit_arrival,2.06,ns
floorplan,die.size.y,80,um
cells_and_area,fill_cells,405,
logic_synthesis,ys_warn_count,8,
global_route,antenna_found_initial,0,
cells_and_area,final_layout_size_suffix_gt1_frac,0.111,
final_timing,setup_viol,0,
logic_synthesis,synth_area,174,um2
cells_and_area,area_delta_synth_final,114,%
floorplan,die_w,80,um
global_route,grt_pass1_wl,897,um
final_timing,rsz0062_at_grt,"no",
final_timing,period_needed,2.60,ns
detailed_routing,vias,178,
logic_synthesis,yosysUniqueCellTypes,7,
floorplan,dieArea,6400,um2
detailed_routing,num_antenna_cells,0,
cells_and_area,n_clock_buffer,0,
final_timing,relSlewSlack,0.878,
detailed_routing,dr.pass1.iters,1,
floorplan,pin_count,11,
global_route,track_usage,0.0178,
placement,portBuffers,11,
final_timing,worst_slew_pin_slew,0.183,ns
logic_synthesis,ys_cells,25,
cells_and_area,flops,0,
placement,dp_hpwl,533,um
detailed_routing,drt_iter0_markers,0,
power,leakage,0.174,nW
logic_synthesis,synth_cells,25,
placement,gp_congestion,0.777,
floorplan,core_area,3420,um2
min_path,hold_class,"in2out",
logic_synthesis,synth.avg_cell_area,6.96,um2
global_route,gr-total-overflow,0,
final_timing,drv_slew,0,
setup_path,cp-end-kind,"output port",
logic_synthesis,synth_chip_area,174,um2
clock_tree,postCtsSetupRepairBufs,0,
logic_synthesis,synth_seq_share,0,
detailed_routing,wirelength,560,um
final_timing,fmax,0.385,GHz
power,power.density,120,nW/um2
placement,dpl-instance-area,342,um2
setup_path,critPathRequiredTime,2.16,ns
power,peakVddDrop,0.0400,mV
setup_path,crit_type,"in2out",
final_timing,finalSetupTns,0,ns
## timing repair
action	in CTS	in global routing
resized	0	4
endpoints found under the setup margin	0	2
hold buffers	0	0
## worst paths after layout
path                  startpoint     end  slack (ns)  depth (start not counted)
worst max-delay path          a2  aLessb        0.10                          6
worst min-delay path          a3   aGrtb        1.91                          5
## layer usage
layer | GRT usage | up-vias | routed length, um
li1 | - | 99 | -
met5 | 0 | - | 0
met4 | 0 | 0 | 0
met2 | 0.0369 | 5 | 273
met1 | 0.0171 | 74 | 240
met3 | 0.00568 | 0 | 47
## synth_stat cells
cell type	count	area [um2]
ha_1	8	100
inv_1	8	30.0
a21oi_1	4	20.0
o21ai_1	2	10.0
nand2_1	1	3.75
nand2_2	1	6.26
nor2_1	1	3.75
## power breakdown
part / internal [mW] / switching, mW
Clock: 0 / 0
Sequential: 0 / 0
Combinational: 0.0275 / 0.0173
Total: 0.0275 / 0.0173
## metrics by stage
step	cells	setup WS [ns]	hold slack, ns	power, mW	utilization
2_1_floorplan	25	1.12	1.25	0.0156	-
3_3_place_gp	82	0.0596	2.29	0.0405	0.100
3_5_place_dp	82	0.0401	2.30	0.0414	0.100
4_1_cts	82	0.0301	2.30	0.0417	0.100
5_1_grt	82	0.0125	2.00	0.0530	0.109
6_report	82	0.105	1.91	0.0448	0.109
## worst max-delay path, stage by stage
cell and delay [ns]:
clkdlybuf4s50_1 0.49, inv_1 0.05, ha_1 0.28, nand2_2 0.07, o21ai_1 0.13, clkdlybuf4s50_1 0.49
## kinds of logic after synthesis
kind of cell | share of synthesized area
AND-OR/OR-AND | 0.173
adder cells (fa/ha/maj) | 0.576
buffers and inverters | 0.173
AND/OR/NAND/NOR | 0.0791
## cell type report
type / count / area share
inverter: 8 / 0.0805
multi-input combinational: 17 / 0.463
tap: 46 / 0.154
timing repair buffer: 11 / 0.302
Power is estimated from default activity; no workload was simulated.
